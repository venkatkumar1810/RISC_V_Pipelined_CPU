--- /design/flow/design.v ---
module mux_2to1_64bit(out, inA, inB, sel);
    output  [63:0] out;
    input   [63:0] inA;
    input   [63:0] inB;
    input          sel;
	reg [63:0]out;
	always@(inA,inB,sel) begin
        if (sel == 0) begin
        out <= inA;
        end
        else begin
        out <= inB;
        end
	end
endmodule  
module FA(sum,carry_out,a,b,carry_in);
    input  a,b,carry_in;
    output sum, carry_out;
    assign sum = (~a & ~b & carry_in) | (~a & b & ~carry_in) | (a & ~b & ~carry_in) | (a & b & carry_in); 
    assign carry_out = (a & b) | (b & carry_in) | (carry_in & a); 
endmodule  
module RCA_param(Sum, carry_out, A, B, carry_in);
    parameter N = 64;
    input  [N-1:0] A,B;
    input  carry_in;
    output  [N-1:0] Sum;
    output  carry_out;
    genvar i;
    wire [N:0] w;
    assign w[0] = carry_in;
    assign carry_out = w[N];
    generate for( i = 0; i< N; i=i+1)
    begin: fa0
        FA fa0(.sum(Sum[i]),.carry_out(w[i+1]),.a(A[i]),.b(B[i]),.carry_in(w[i]));
    end
	 endgenerate
endmodule  
module left_shift_1(out_shifted,inp);
    input [63:0] inp;
    output [63:0] out_shifted;
    assign out_shifted[63:1] = inp[62:0];
    assign out_shifted[0] = 0;
endmodule
module sign_extension(out, in,ExtendSign);
    input   [31:0] in;
	input ExtendSign;
    wire [6:0] Opc;
	assign Opc = in[6:0];
    output  [63:0] out;
	reg [63:0] out;
    always@(in or Opc)
	 begin
	 	if(Opc == 7'b0010011 || Opc == 7'b0000011 ) begin
			if (ExtendSign == 0) begin
				out <= {52'h0000000000000 , in[31:20]};
			end 
			else if (in[31]==1) begin
				out <= {52'hfffffffffffff , in[31:20]};
			end
			else begin
				out <= in;
			end
		end
	 	if(Opc == 7'b1100011) begin
			if (ExtendSign == 0) begin
				out <= {52'h0000000000000 , in[31],in[7],in[30:25],in[11:8]};
			end 
			else if (in[31]==1) begin
				out <= {52'hfffffffffffff , in[31],in[7],in[30:25],in[11:8]};
			end
			else begin
				out <= in;
			end
		end
	 	if(Opc == 7'b0100011) begin
			if (ExtendSign == 0) begin
				out <= {52'h0000000000000 , in[31:25],in[11:7]};
			end 
			else if(in[31]==1) begin
				out <= {52'hfffffffffffff , in[31:25],in[11:7]};
			end
			else begin
				out <= in;
			end
		end
	end
endmodule   
module getreg(inp,rs1,rs2,rd);
	input [31:0] inp;
	output reg [4:0] rs1,rs2,rd;
	wire [6:0] Opc;
	assign Opc = inp[6:0];
	always@(inp or Opc)
	begin
	 	if(Opc == 7'b0110011 ) begin
			rs1 = {inp[19:15]};
			rs2 = {inp[24:20]};  
			rd  = {inp[11:7]}; 
		end
	 	if(Opc == 7'b0010011 || Opc == 7'b0000011 ) begin
			rs1 = {inp[19:15]};
			rs2 = {inp[24:20]};  
			rd  = {inp[11:7]}; 
		end
	 	if(Opc == 7'b1100011) begin
			rs1 = {inp[19:15]};
			rs2 = {inp[24:20]};
			rd  = {inp[19:15]};  
		end
	 	if(Opc == 7'b0100011) begin
			rs1 = {inp[19:15]};
			rs2 = {inp[24:20]};  
			rd  = {inp[11:7] }; 
		end
	end
endmodule  
module PCAdderr(PCResultT, PCAddResultT);
    input [63:0]  PCResultT;
    output reg [63:0]  PCAddResultT;
    always @(PCResultT)
    begin
    	PCAddResultT <= PCResultT + 64'h0000000000000004;
    end
endmodule  
module ProgramCounterr(PCNextt, PCResultt, Resett, Clkk,PCWritee);
	input [63:0] PCNextt;
	input Resett, Clkk,PCWritee;
	output reg [63:0]  PCResultt;
	initial begin
		PCResultt <= 64'h0000000000000000;
	end
    always @(posedge Clkk)
    begin
    	if (Resett == 1)
    	begin
    		PCResultt <= 64'h0000000000000000;
    	end
    	else
    	begin
			if (PCWritee == 1) begin
				PCResultt <= PCNextt;
			end
    	end
    end
endmodule  
module InstructionMemoryy(Address, Instruction); 
    input [63:0] Address;         
    output [31:0] Instruction;     
    reg [31:0] mem[0:13];		   
	initial
	begin
		$readmemh("memory_instructions.txt",mem);
	end
	assign Instruction = mem[Address>>2];	
endmodule  
module RegisterFile(ReadRegister1, ReadRegister2, WriteRegister, WriteData, RegWrite, Clk, ReadData1, ReadData2);
	input [4:0] ReadRegister1,ReadRegister2,WriteRegister;
	input [63:0] WriteData;
	input RegWrite,Clk;
	output reg [63:0] ReadData1,ReadData2;
	reg [63:0] Registers [0:31];
	initial begin
		Registers[0]  <= 64'h0000000000000000;
		Registers[1]  <= 64'h0000000000000000;
		Registers[2]  <= 64'h0000000000000000;
		Registers[3]  <= 64'h0000000000000000;
		Registers[4]  <= 64'h0000000000000000;
		Registers[5]  <= 64'h0000000000000000;
		Registers[6]  <= 64'h0000000000000002;   
		Registers[7]  <= 64'h0000000000000003;   
		Registers[8]  <= 64'h0000000000000000;
		Registers[9]  <= 64'h0000000000000000;
		Registers[10] <= 64'h0000000000000000;
		Registers[11] <= 64'h0000000000000000;
		Registers[12] <= 64'h0000000000000000;
		Registers[13] <= 64'h0000000000000000;
		Registers[14] <= 64'h0000000000000000;
		Registers[15] <= 64'h0000000000000000;
		Registers[16] <= 64'h0000000000000000;
		Registers[17] <= 64'h0000000000000000;
		Registers[18] <= 64'h0000000000000000;
		Registers[19] <= 64'h0000000000000000;
		Registers[20] <= 64'h0000000000000000;
		Registers[21] <= 64'h0000000000000000;
		Registers[22] <= 64'h0000000000000000;
		Registers[23] <= 64'h0000000000000000;
		Registers[24] <= 64'h0000000000000000;
		Registers[25] <= 64'h0000000000000000;
		Registers[29] <= 64'h0000000000000000; 
		Registers[31] <= 64'h0000000000000000;
	end
	always @(posedge Clk)
	begin
		if (RegWrite == 1) 
		begin
			Registers[WriteRegister] <= WriteData;
		end
	end
	always @(negedge Clk)
	begin
		ReadData1 <= Registers[ReadRegister1];
		ReadData2 <= Registers[ReadRegister2];
	end
endmodule
module DataMemory(Address, WriteData, Clk, MemWrite, MemRead, ReadData,BHW,ExtendSign);
    input [63:0] Address; 	 	 
    input [63:0] WriteData;  	 
	input [1:0] BHW;
    input Clk,ExtendSign;
    input MemWrite; 	         
    input MemRead; 			     
    output reg [63:0] ReadData;  
    reg [31:0] Memory [0:20];	 
   		always @(posedge Clk)		    
   		begin
			if (MemWrite==1) begin
				case (BHW)
					0: begin
						case (Address[1:0])
							0:
								Memory[Address>>2] = {Memory[Address>>2][31:8],WriteData[7:0]};
							1:
								Memory[Address>>2] = {Memory[Address>>2][31:16],WriteData[7:0],Memory[Address>>2][7:0]};
							2:
								Memory[Address>>2] = {Memory[Address>>2][31:24],WriteData[7:0],Memory[Address>>2][15:0]};
							3:
								Memory[Address>>2] = {WriteData[7:0],Memory[Address>>2][23:0]};
						endcase
					end
					1: begin
						case (Address[1])
							0:
								Memory[Address>>2] = {Memory[Address>>2][31:16],WriteData[15:0]};
							1:
								Memory[Address>>2] = {WriteData[15:0],Memory[Address>>2][15:0]};
						endcase
					end
					2: begin
						Memory[Address>>2] = {WriteData[31:0]};
					end
				endcase
			end
   		end
   		always @(Address or MemRead)
   		begin	
   			if	(MemRead == 1) begin
				case (BHW)
					0: begin  
						case (Address[1:0])  
							0: begin
								if (ExtendSign && Memory[Address>>2][7])
									ReadData <= {56'hffffffffffffff,Memory[Address>>2][7:0]};
								else 
									ReadData <= {56'h00000000000000,Memory[Address>>2][7:0]};
							end
							1: begin
								if (ExtendSign && Memory[Address>>2][15])
									ReadData <= {56'hffffffffffffff,Memory[Address>>2][15:8]};
								else 
									ReadData <= {56'h00000000000000,Memory[Address>>2][15:8]};
							end
							2: begin
								if (ExtendSign && Memory[Address>>2][23])
									ReadData <= {56'hffffffffffffff,Memory[Address>>2][23:16]};
								else 
									ReadData <= {56'h00000000000000,Memory[Address>>2][23:16]};
							end
							3: begin
								if (ExtendSign && Memory[Address>>2][31])
									ReadData <= {56'hffffffffffffff,Memory[Address>>2][31:24]};
								else 
									ReadData <= {56'h00000000000000,Memory[Address>>2][31:24]};
							end
						endcase
					end
					1: begin  
						case (Address[1])
							0: begin
								if (ExtendSign && Memory[Address>>2][15])
									ReadData <= {32'hffffffff,Memory[Address>>2][15:0]};
								else 
									ReadData <= {32'h00000000,Memory[Address>>2][15:0]};
							end	
							1: begin
								if (ExtendSign && Memory[Address>>2][31])
									ReadData <= {32'hffffffff,Memory[Address>>2][31:16]};
								else 
									ReadData <= {32'h00000000,Memory[Address>>2][31:16]};
							end
						endcase
					end
					2: begin  
                        ReadData <= {32'h00000000,Memory[Address>>2]};
					end
				endcase
   			end else 
   				ReadData <= 32'h00000000;		
   		    end 
endmodule   
module Datapath(Clk,Instruction,zero,PCNow,PCNext4,Reset,NewPC,Jump,PCWrite,RegWrite,ALUSrc,Operation,MemWrite,MemRead,MemToReg,writedataa,readdata1,readdata2);
    wire [63:0] PCAdderOut,PCNext,PCOut;
    input Clk;
    input RegWrite, ALUSrc, MemWrite, MemRead, MemToReg;
	input Reset,Jump,PCWrite;
	input [63:0] NewPC;
    input [3:0] Operation;
    output [63:0] writedataa,readdata1,readdata2;
	output [63:0] PCNext4,PCNow;
	output [31:0] Instruction;
	output zero;
    wire [63:0] new_pc_out;
    PCAdderr pcadder(PCOut,PCAdderOut);
	ProgramCounterr PCounterr(PCNext,PCOut,Reset,Clk,PCWrite);
	InstructionMemoryy memory(PCOut,Instruction);
	mux_2to1_64bit JumpOrPCNext4Mux(PCNext,new_pc_out,NewPC,Jump); 
	assign PCNow = PCOut;
	assign PCNext4 = PCAdderOut;
	wire [4:0] rss1, rss2, rdd;
	getreg GR(Instruction[31:0],rss1,rss2,rdd);
    RegisterFile RF(rss1,rss2,rdd,writedataa,RegWrite,Clk,readdata1,readdata2);
    wire [63:0] sign_extended;
    sign_extension SE(sign_extended, Instruction[31:0], Instruction[31]);
    wire [63:0] mux_out;
    mux_2to1_64bit mx21_64(mux_out,readdata2,sign_extended,ALUSrc);
	wire Alu_carry_out;
    wire [63:0] ALU_result;
    assign cin = Operation[2];
    ALU_params AP(ALU_result,Alu_carry_out,readdata1,mux_out,cin,Operation);
	Zero_check ZC(zero,ALU_result);
    wire [63:0] readdata3;
    wire [1:0] bhw;
    assign bhw = 2;
    DataMemory DM(ALU_result, readdata2, Clk, MemWrite, MemRead, readdata3,bhw,ALU_result[31]);
    wire [63:0] mux_out_mr;
    mux_2to1_64bit MtoREg(mux_out_mr,readdata3,ALU_result,MemToReg);
    assign writedataa = mux_out_mr;
    wire [63:0] shifted_by_1;
    left_shift_1 LS1(shifted_by_1,sign_extended);
    wire [63:0] rca_out;
    wire carryin,carryout;
    assign carryin = 0;
    RCA_param ADDER_NPC(rca_out,carryout,PCOut,shifted_by_1,carryin);
	wire PCSrc;
    assign PCSrc = zero;
    mux_2to1_64bit near_npc(new_pc_out,PCAdderOut,rca_out,PCSrc);
endmodule  
--- /design/flow/memory_instructions.txt ---
00e08793
007302b3
00f282b3
406787b3
00432783
00f00033
0057a023
0007a803
00f287b3
00f78463
00f287b3
00f287b3
21080001
0111482a
--- /design/flow/run.sh ---
#!/bin/bash
# OpenROAD 26Q1-2900-gdf79404cd8, Yosys 0.63+post, stock flow scripts
make -C /OpenROAD-flow-scripts/flow DESIGN_CONFIG=/design/flow/config.mk WORK_HOME=/design/flow/orfs finish
--- /design/flow/config.mk ---
export PLATFORM = sky130hd
export DESIGN_NAME = RegisterFile
export DESIGN_NICKNAME = RegisterFile
export VERILOG_FILES = /design/flow/design.v
export SDC_FILE = /design/flow/constraint.sdc
export NUM_CORES = 4
export LEC_CHECK = 1
export CORE_UTILIZATION = 50
--- /design/flow/constraint.sdc ---
current_design RegisterFile

set clk_period 7.9
set clk_io_pct 0.2

create_clock -name clk0 -period $clk_period [get_ports {Clk}]

set non_clock_inputs [all_inputs -no_clocks]
set_input_delay [expr $clk_period * $clk_io_pct] -clock clk0 $non_clock_inputs
set_output_delay [expr $clk_period * $clk_io_pct] -clock clk0 [all_outputs]
==> run summary <==
I/O Pins - 209
CP Buf/Inv Count - 1
Worst-Margin Slew - 1.061 ns
Number of max-cap violations - 0
Peak VDD IR - 200.7 µV
Total Wirelength - 272.8 mm
Synth area leader - edfxtp_1
Crit path largest cell delay - 0.57 ns
Chip Area, Yosys - 96,520 µm²
GPL Wtd Cong - 0.8795
Clock power frac - 42.5%
Worst path top cell family by delay - buffers and inverters
Post-synthesis sequential area ratio - 66.37%
Reg2Reg Launch Point - Registers[28][24]
Max Slew Vio Count - 0
Post-Syn Area per Cell - 23.00 µm²
Crit start category - flop
Power density over the cells - 232.5 nW/µm²
Sw power - 5.803 mW
Setup TNS - 0 ns
Critical Path RT - 6.32 ns
CORE AREA - 191,000 µm²
Crit path DAT - 5.83 ns
Area of the mapped netlist - 96,520 µm²
I/O Buffers - 208
Crit-path max FO - 1
Sw Share - 22.15%
CP Cell Sequence - clkdlybuf4s50_1
PnR Total Power - 26.20 mW
Slowest CP cell - clkdlybuf4s50_1
Flop pwr share - 49.5%
GRT Util Overall - 32.75%
Clock Skew - 0.07433 ns
Area after DPL - 104,500 µm²
Comb power frac - 8.0%
R2r setup slk - 2.06 ns
Seq cells post-synth - 2,176
Final Hold Violation Tally - 0
Crit. Startpoint - ReadData2[9]
Hold_buf cts - 0
DRT iter0 DRCs - 2,980
P&R area growth vs syn - 16.73%
Ys cells - 4,197
Initial antenna violation count - 8
Htree depth - 4
Post-Syn Instances - 4,197
P_int - 20.40 mW
Area leader share - 63.71%
Die area - 194,800 µm²
Drt pass-1 iters - 5
Clock latency (worst-skew pair) - 0.86 ns
Largest net degree at the start of global routing - 67
Final setup viols - 0
DP HPWL - 158.2 mm
CTS Buf Count - 224
Die Height - 441.4 µm
Kind of critical path - reg2out
Unrepaired setup endpoints after global routing - false
DRC viols - 0
Cell area leaders - edfxtp_1, mux4_2, dfxtp_1
Via count - 49,440
Yosys warning tally - 1
Slew headroom - 29.07%
Reg clk slew, reported paths - 0.06 ns
Pleak - 36.37 nW
Die W - 441.4 µm
Post-Layout Inst Area - 112,700 µm²
CTS tree - done
CTS max path bufs - 3
Distinct lib cells - 29
Fp util - 50.54%
Vias in the first global route - 56,376
Fill cells - 13,391
CTS root buf - clkbuf_16
Post-CTS sizing - 0
Most frequent cells in the layout - edfxtp_1, mux4_2, buf_4, clkbuf_16, clkdlybuf4s50_1
Top cell excl fill/tap - edfxtp_1
GRT overflow - 0
Clock sink count - 2,176
Worst Hold Launch - WriteData[36]
Crit end category - primary output
Hold/Removal Path Class - in2reg
DR vias/cell - 6.581
Post-CTS setup buffers - 0
Outcome - finished, final reports clean
Tool Warnings - 154
Num rows - 160
First-pass GRT wire length - 394.1 mm
Ratio of cells with drive above 1 in the final layout - 42.01%
WL per Instance - 36.32 µm
Final ANT Viol Nets - 0
-- metrics by stage --
step	hold slack [ns]	utilization [%]	cells	setup WS, ns
2_1_floorplan	1.679	-	4197	0.3135
3_5_place_dp	2.410	54.71	6954	0.1514
4_1_cts	1.461	58.99	7508	0.4675
3_3_place_gp	2.400	54.71	6954	0.1307
5_1_grt	1.514	59.00	7510	0.4084
6_report	1.534	59.00	7512	0.4926
-- final cells by class --
cell class,instances,area [µm²],area share [%]
antenna,4,10.01,0.008884
clock buffer,296,6440,5.715
clock inverter,259,1744,1.548
multi-input combinational,1699,31220,27.71
sequential,2176,64060,56.85
tap,2511,3142,2.788
timing repair buffer,567,6057,5.376
-- power groups by stage --
stage / Combinational, mW / Clock [mW] / Sequential [mW]
final: 2.09 / 11.1 / 13.0
after global routing: 2.24 / 11.8 / 13.0
after CTS: 2.12 / 11.3 / 13.0
-- cells in the mapped netlist, drive strengths merged --
cell,number
or2,4
inv,1
a221oi,31
nor2b,24
nand3,2
a21oi,11
nand2,3
clkbuf,145
dfxtp,128
o22a,11
mux2,166
edfxtp,2048
mux2i,137
and2,2
a21o,4
nor2,33
mux4,1166
o22ai,35
a211oi,22
nand2b,6
a21boi,11
o21ai,22
or3,1
buf,176
nand3b,5
or3b,3
-- cells by family after synthesis --
| group | share of synthesized area (%) |
|---|---|
| flip-flops | 66.37 |
| multiplexers | 30.56 |
| buffers and inverters | 1.545 |
| AND-OR/OR-AND | 1.067 |
| AND/OR/NAND/NOR | 0.4563 |
-- flip-flops by register name (all words and copies together), names as in the netlist --
register   flops
ReadData1     64
Registers   2048
ReadData2     64
-- worst paths after layout --
check,endpoint,cells past startpoint
max reg2reg,ReadData1[24],3
min reg2reg,ReadData1[9],3
max,ReadData2[9],1
min,Registers[16][36],2
-- layer usage --
layer | global-route usage [%] | share of wire, %
met3 | 25.03 | 18
met2 | 46.61 | 48
met4 | 7.976 | 3.3
met5 | 0.9286 | 0.10
met1 | 42.72 | 30
Power is estimated from default activity; no workload was simulated.
